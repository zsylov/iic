[flow/design.v]
module encod_module(
	 input [3:0]iData,
	 output [7:0]oData
);
	 parameter _0 = 8'b1100_0000, _1 = 8'b1111_1001, _2 = 8'b1010_0100, 
	           _3 = 8'b1011_0000, _4 = 8'b1001_1001, _5 = 8'b1001_0010, 
				  _6 = 8'b1000_0010, _7 = 8'b1111_1000, _8 = 8'b1000_0000,
				  _9 = 8'b1001_0000, _A = 8'b1000_1000, _B = 8'b1000_0011,
				  _C = 8'b1100_0110, _D = 8'b1010_0001, _E = 8'b1000_0110,
				  _F = 8'b1000_1110;
	 reg [7:0]D = 8'b1111_1111;
	 always @ ( * )
	     if( iData == 4'd0 ) D = _0;
		  else if( iData == 4'd1 ) D = _1;
		  else if( iData == 4'd2 ) D = _2;
		  else if( iData == 4'd3 ) D = _3;
		  else if( iData == 4'd4 ) D = _4;
		  else if( iData == 4'd5 ) D = _5;
		  else if( iData == 4'd6 ) D = _6;
		  else if( iData == 4'd7 ) D = _7;
		  else if( iData == 4'd8 ) D = _8;
		  else if( iData == 4'd9 ) D = _9;
		  else if( iData == 4'hA ) D = _A;
		  else if( iData == 4'hB ) D = _B;
		  else if( iData == 4'hC ) D = _C;
		  else if( iData == 4'hD ) D = _D;
		  else if( iData == 4'hE ) D = _E;
		  else if( iData == 4'hF ) D = _F;
		  else D = 8'dx;
	 assign oData = D;
endmodule
[flow/config.mk]
export PLATFORM = sky130hd
export DESIGN_NAME = encod_module
export DESIGN_NICKNAME = encod_module
export VERILOG_FILES = /design/flow/design.v
export SDC_FILE = /design/flow/constraint.sdc
export NUM_CORES = 4
export LEC_CHECK = 1
export CORE_AREA = 10 10 70 70
export DIE_AREA = 0 0 80 80
[flow/run.sh]
#!/bin/bash
# OpenROAD 26Q1-2900-gdf79404cd8, Yosys 0.63+post, stock flow scripts
make -C /OpenROAD-flow-scripts/flow DESIGN_CONFIG=/design/flow/config.mk WORK_HOME=/design/flow/orfs finish
[flow/constraint.sdc]
current_design encod_module

set clk_period 1.2
set clk_io_pct 0.2

create_clock -name clk0 -period $clk_period

set non_clock_inputs [all_inputs -no_clocks]
set_input_delay [expr $clk_period * $clk_io_pct] -clock clk0 $non_clock_inputs
set_output_delay [expr $clk_period * $clk_io_pct] -clock clk0 [all_outputs]
==> flow_summary.yaml <==
# implementation run metrics
outcome:
  status: "complete, but fails checks"
  violations: "setup timing"
yosys:
  synth_cells: 36
  postSynthSeqShare: 0
  synth.most_common_cell: "nand2_1"
  ys_cells: 36
  synth_chip_area_um2: 229
  yosys.area.top_type: "buf_6"
  synth_area_per_cell_um2: 6.36
  top_area_frac: 0.148
  ys_warn_count: 1
  ys_types: 22
  top_cells_by_area: "buf_6 15%, nand2_1 8.2%, nand2b_1 8.2%"
  syn_area_um2: 229
  common_cells: "5 x nand2_1, 3 x buf_6, 3 x nand2b_1, 3 x nor2_1"
pwr:
  p_comb_frac: 1.000
  pwr-share-seq: 0
  clockPowerShare: 0
  internal-power_uw: 87.2
  p_sw_uw: 58.5
  ir_drop_uv: 49.0
  power_density_mw_per_mm2: 323
  p_sw_frac: 0.402
  power_leakage_nw: 0.207
die:
  initial_core_util: 0.0670
  die_w_um: 80
  die_height_um: 80
  rows: 21
  ioPinCount: 12
  chipArea_mm2: 0.00640
  coreArea_mm2: 0.00342
critical_path:
  critical_path.cell_chain: "buf_6 -> buf_8 -> nand2_2 -> nand2_1 -> a221o_1 -> buf_2"
  cp.arrival_ps: 970
  critPathLaunchType: "input port"
  cp_num_buf_inv: 3
  crit_family: "buffers and inverters"
  cp-end-kind: "output pin"
  startpoint: "iData[3]"
  cp_data_required_time_ps: 960
  worstPathMaxFanout: 7
  cp_slowest_stage_delay_ps: 290
  crit_path_top_delay_cell: "a221o_1"
  worst-setup-path-type: "input port to output pin"
final_layout:
  area_delta_synth_final_pct: 97.3
  ff_count: 0
  finalInstanceArea_um2: 452
  stdcell_count: 96
  drive_above_1_share: 0.580
  num-clock-buffers: 0
  logic_area_um2: 225
  ff_latch_area_um2: 0
  final.fill_count: 412
final_timing:
  finalCriticalPeriod_ps: 1210
  layout_setup_ws_ps: -12.9
  rsz0062_at_grt: "true"
  final_max_slew_viol_count: 0
  fmax_ghz: 0.824
  fin_crit_sh: 1.01
  setup_viol: 1
  timing_hold_violations_final: 0
detailed_routing:
  ant_nets: 0
  wl_per_cell_um: 8.48
  routed_wirelength_um: 814
  viasPerCell: 3.05
  drc: 0
  vias: 293
  n_antenna_cell: 0
  dr.pass1.iters: 2
  drt_iter0_drc: 29
grt:
  grt_max_degree: 9
  grt_pass1_vias: 277
  antenna_found_initial: 0
  overflow: 0
  grt_first_pass_wirelength_um: 1270
  grt_usage: 0.0233
placement:
  dp_hpwl_um: 672
  gp_congestion: 0.780
  dp.cells: 95
  portBuffers: 11
  placed_area_um2: 403
flow_run:
  warning_count: 34
  max_cap_violations: 0
hold_path:
  hold_class: "input port to output pin"
  hp-start: "iData[3]"
clock_network:
  cts_hold_buf: 0
-- layout by cell type (no fill, tap or decap), types with 2 or more instances in the layout --
master | Yosys | routed
buf_4 | 1 | 6
nor2b_2 | 2 | 2
nor2_1 | 3 | 2
nand3_1 | 2 | 2
o22ai_1 | 2 | 2
buf_6 | 3 | 4
nand2_1 | 5 | 4
o21ai_1 | 2 | 2
buf_2 | 1 | 6
nand2b_4 | 0 | 3
-- power by group through the flow --
stage	Sequential [mW]	Combinational (mW)	Clock [mW]
after CTS	0	0.144	0
after global routing	0	0.161	0
final	0	0.146	0
-- routing by layer --
layer  GRT usage  up-vias  share of wire
li1            -      155              -
met1      0.0310      132           0.50
met2      0.0409        6           0.46
met3     0.00341        0          0.041
met4           0        0              0
met5           0        -              0
-- cell type report --
cell class | count | area share
tap | 46 | 0.127
multi-input combinational | 30 | 0.499
inverter | 1 | 0.00831
timing repair buffer | 19 | 0.366
-- tightest hold or removal path, cell delays in order --
cell     delay [ps]
buf_6            80
buf_4           110
o22ai_1          70
buf_2           110
-- per-stage QoR --
stage | worst slack, ps | utilization | TNS [ps] | hold slack, ps | total power, mW
6_report | -12.9 | 0.132 | -12.9 | 853 | 0.146
5_1_grt | -52.0 | 0.132 | -108 | 899 | 0.161
4_1_cts | -31.6 | 0.128 | -35.4 | 851 | 0.144
3_5_place_dp | -859 | 0.118 | -5740 | 1620 | 0.136
3_3_place_gp | -891 | 0.118 | -5960 | 1640 | 0.137
2_1_floorplan | 145 | - | 0 | 603 | 0.0659
-- final timing paths --
check / cells past startpoint / end
setup / recovery: 6 / oData[1]
hold / removal: 4 / oData[4]
-- logic make-up (layout without fill, tap and decap cells) --
kind of cell / Yosys count / after routing / share of synthesized area
xor+xnor: 1 / 1 / 0.0383
simple gates: 18 / 18 / 0.426
other cells: 1 / 1 / 0.0164
buf+inv: 6 / 20 / 0.219
compound gates: 10 / 10 / 0.301
-- what timing repair did --
action                     CTS  global route
buffers inserted             1             1
gates resized               58             3
setup endpoints to repair    7             4
pin swaps                   11             2
Power is estimated from default activity; no workload was simulated.
