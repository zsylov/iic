--- /design/flow/constraint.sdc ---
current_design function_module

set clk_period 3.1
set clk_io_pct 0.2

create_clock -name clk0 -period $clk_period [get_ports {clk}]

set non_clock_inputs [all_inputs -no_clocks]
set_input_delay [expr $clk_period * $clk_io_pct] -clock clk0 $non_clock_inputs
set_output_delay [expr $clk_period * $clk_io_pct] -clock clk0 [all_outputs]
--- /design/flow/design.v ---
module function_module(
							input clk,
							input rst_n,
							input [23:0] idata,
							output [9:0] odata
						);
	parameter T100US = 13'd5000;					
	reg [3:0] i;
	reg [12:0] C1;
	reg [3:0] D1;
	reg [5:0] D2;
always @ ( posedge clk , negedge rst_n)
	if(!rst_n)
		begin
			i <= 4'd0;
			C1 <= 13'd0;
			D1 <= 4'd0;
			D2 <= 6'd0;
		end
	else
		case(i)
			0:
				if(C1==T100US-1)
					begin
						C1 <= 13'd0;
						i <= i +1'b1;
					end
				else 
					begin
						C1 <= C1 + 1'b1;
						D1 <= idata[23:20];
						D2 <= 6'b111_110;
					end
			1:
				if(C1==T100US-1)
					begin
						C1 <= 13'd0;
						i <= i +1'b1;
					end
				else 
					begin
						C1 <= C1 + 1'b1;
						D1 <= idata[19:16];
						D2 <= 6'b111_101;
					end
			2:
				if(C1==T100US-1)
					begin
						C1 <= 13'd0;
						i <= i +1'b1;
					end
				else 
					begin
						C1 <= C1 + 1'b1;
						D1 <= idata[15:12];
						D2 <= 6'b111_011;
					end
			3:
				if(C1==T100US-1)
					begin
						C1 <= 13'd0;
						i <= i +1'b1;
					end
				else 
					begin
						C1 <= C1 + 1'b1;
						D1 <= idata[11:8];
						D2 <= 6'b110_111;
					end
			4:
				if(C1==T100US-1)
					begin
						C1 <= 13'd0;
						i <= i +1'b1;
					end
				else 
					begin
						C1 <= C1 + 1'b1;
						D1 <= idata[7:4];
						D2 <= 6'b101_111;
					end
			5:
				if(C1==T100US-1)
					begin
						C1 <= 13'd0;
						i <= i +1'b1;
					end
				else 
					begin
						C1 <= C1 + 1'b1;
						D1 <= idata[3:0];
						D2 <= 6'b011_111;
					end
		endcase
assign odata = {D1,D2};
endmodule
--- /design/flow/config.mk ---
export PLATFORM = sky130hd
export DESIGN_NAME = function_module
export DESIGN_NICKNAME = function_module
export VERILOG_FILES = /design/flow/design.v
export SDC_FILE = /design/flow/constraint.sdc
export NUM_CORES = 4
export LEC_CHECK = 1
export CORE_AREA = 10 10 105 105
export DIE_AREA = 0 0 115 115
--- /design/flow/run.sh ---
#!/bin/bash
# OpenROAD 26Q1-2900-gdf79404cd8, Yosys 0.63+post, stock flow scripts
make -C /OpenROAD-flow-scripts/flow DESIGN_CONFIG=/design/flow/config.mk WORK_HOME=/design/flow/orfs finish
==> GITHUB_STEP_SUMMARY <==
## Synthesis and layout report

| Metric | Value |
|---|---|
| Die ar. | `13200 sq um` |
| Total GRT Usage | `5.87%` |
| Number of enable flip-flop cells | `0` |
| Number of clock sinks | `27` |
| Fin crit share | `72.3%` |
| Pwr Total | `0.602 mW` |
| Flops after synth | `27` |
| Max Freq | `446 MHz` |
| Worst hold path startpoint | `C1[12]$_DFFE_PN0P_` |
| # Max-Cap Violations | `0` |
| Antenna Nets Post-Route | `0` |
| Register-to-register setup slack | `860 ps` |
| Cell Type Count | `39` |
| Static leakage | `0.816 nW` |
| RSZ-0062 raised after global routing | `no` |
| Yosys chip area | `1500 sq um` |
| Syn avg cell area | `9.93 sq um` |
| Grt ovf | `0` |
| Switching Share | `20.4%` |
| H-Tree Depth | `1` |
| Status | `complete, no violations` |
| Max rail drop VDD | `150 uV` |
| Most instantiated logic cells after routing | `clkdlybuf4s50_1 (35), dfrtp_1 (27), nand2_1 (17)` |
| Ys Warns | `1` |
| Async SR Flop Fraction | `100%` |
| IO Pins | `36` |
| Hold EP | `C1[12]$_DFFE_PN0P_` |
| Hold_buf cts | `0` |
| Tmin final | `2240 ps` |
| Vias/cell | `4.19` |
| FP Core Util | `17.1%` |
| Chip width | `115 um` |
| Worst reg2reg path startpoint | `i[1]$_DFFE_PN0P_` |
| Switch Pwr | `0.123 mW` |
| Setup CP Type | `reg2reg` |
| Number of buffers created by CTS | `3` |
| Worst-margin pin slew | `770 ps` |
| Pin count of the biggest net entering global routing | `28` |
| Dpl ws | `883 ps` |
| CP Launch Type | `flop` |
| Post-Syn Instances | `151` |
| RR Endpoint | `C1[9]$_DFFE_PN0P_` |
| Cell count of the worst hold path | `1` |
| Detail Placement HPWL | `3000 um` |
| FF-to-FF path depth | `7` |
| Tool warnings | `28` |
| # Cells Yosys | `151` |
| Ant diodes | `0` |
| I/O Buffers | `35` |
| Initial DRC Count | `86` |
| Total wire length | `3790 um` |
| Post-CTS sizing | `0` |
| Antenna violations before repair | `0` |
| Initial DRT Pass Iterations | `4` |
| Core area | `8760 sq um` |
| Worst min-delay path class | `reg2reg` |
| Die Span Y | `115 um` |
| Hold WS | `475 ps` |
| Final Hold Vio Count | `0` |
| Share of layout cells above drive strength 1 | `6.49%` |
| Register share after synthesis | `45.1%` |
| Setup Fix Bufs, Post-CTS | `0` |
| Sequential group share of total power | `59.2%` |
| PD cells | `304 nW/um^2` |
| Clock buffer depth | `2` |
| Setup TNS | `0 ps` |
| TritonCTS clock tree | `built` |
| Crit end category | `flop` |
| Placed cell area | `1930 sq um` |
| Cell area after layout | `1980 sq um` |
| Worst-path clk slew | `90 ps` |
| Crit path arrival time | `2390 ps` |
| Routability cong. | `0.841` |
| Clock Power Share | `32.6%` |
| CP max FO | `11` |
| Synth Flop Type | `dfrtp_1` |
| First-pass GRT wire length | `6500 um` |
| Highest-count logic cell in the final layout | `clkdlybuf4s50_1` |
| Mapped Area | `1500 sq um` |
| # DRC | `0` |
| CTS root buf | `clkbuf_8` |
| Slew HR | `48.4%` |
| Vias | `1228` |
| Area delta synth->final | `32.0%` |
| Clock skew | `7.59 ps` |
| Setup WS post-layout | `860 ps` |
| Final setup violation count | `0` |
| CP required | `3250 ps` |
| Avg WL per Cell | `12.9 um` |
| Vias in the first global route | `1271` |
| Clk latency late pin | `270 ps` |
| Cell Int Power | `0.479 mW` |
| Row count | `34` |
| Combinational share of power | `8.2%` |
| Max-slew violation count | `0` |
-- power by group through the flow --
stage / logic [mW] / registers (mW) / clock network [mW]
CTS: 0.0511 / 0.356 / 0.205
finish: 0.0494 / 0.356 / 0.196
global route: 0.0540 / 0.357 / 0.224
-- final cells by class --
type	count	area [sq um]
flip-flops and latches	27	676
inverters	4	15.0
clock buffers	3	41.3
clock inverters	1	5.00
repair buffers	36	358
fillers	944	6790
well taps	108	135
multi-input cells	114	748
-- flip-flops by register name, indices dropped and copies added (netlist names) --
signal  cells
C1         13
D2          6
D1          4
i           4
-- synth_stat cells, types with 3 or more instances --
| library cell | number | area [sq um] |
|---|---|---|
| dfrtp_1 | 27 | 676 |
| nand2_1 | 17 | 63.8 |
| o21ai_0 | 13 | 65.1 |
| a21oi_1 | 8 | 40.0 |
| a22oi_1 | 8 | 60.1 |
| xnor2_1 | 8 | 70.1 |
| nand3_1 | 7 | 35.0 |
| nor2_1 | 7 | 26.3 |
| ha_1 | 5 | 62.6 |
| nor3_1 | 5 | 25.0 |
| inv_1 | 4 | 15.0 |
| o22a_1 | 4 | 35.0 |
| a31oi_1 | 3 | 18.8 |
| and3_1 | 3 | 18.8 |
| nand4_1 | 3 | 18.8 |
-- worst max path at each step --
stage | start | end | slack (ps) | cells past startpoint
finish | i[1]$_DFFE_PN0P_ | C1[9]$_DFFE_PN0P_ | 860 | 7
CTS | i[1]$_DFFE_PN0P_ | C1[9]$_DFFE_PN0P_ | 860 | 7
global route | i[1]$_DFFE_PN0P_ | C1[9]$_DFFE_PN0P_ | 580 | 7
-- per-layer routing --
metal	global-route usage [%]	wire (um)	vias up
met5	0	0	-
met4	0.825	55	0
met3	0.738	92	4
met2	9.80	1870	23
met1	8.14	1780	583
li1	-	-	618
-- critical path, stage by stage, from the launching register on --
cell and delay (ps):
dfrtp_1 430, inv_1 110, ha_1 380, nor2_1 140
a211oi_1 690, nand4_1 190, nand3_1 120, o21ai_0 80
-- logic make-up after synthesis --
group / synth area share, %
adder cells (fa/ha/maj): 4.17
AND/OR/NAND/NOR: 19.1
buffers and inverters: 5.01
AND-OR/OR-AND: 19.0
flip-flops: 45.1
multiplexers: 0.668
XOR/XNOR: 6.93
-- through the flow --
step / util, % / std cells
floorplan: - / 151
global placement: 22.0 / 289
detailed placement: 22.0 / 289
CTS: 22.6 / 293
global route: 22.6 / 293
finish: 22.6 / 293
Power figures rest on the tool's default switching activity, not on a simulated workload.
