### flow/run.sh
#!/bin/bash
# OpenROAD 26Q1-2900-gdf79404cd8, Yosys 0.63+post, stock flow scripts
make -C /OpenROAD-flow-scripts/flow DESIGN_CONFIG=/design/flow/config.mk WORK_HOME=/design/flow/orfs finish
### flow/config.mk
export PLATFORM = sky130hd
export DESIGN_NAME = IIC_module
export DESIGN_NICKNAME = IIC_module
export VERILOG_FILES = /design/flow/design.v
export SDC_FILE = /design/flow/constraint.sdc
export NUM_CORES = 4
export LEC_CHECK = 1
export CORE_UTILIZATION = 30
### flow/constraint.sdc
current_design IIC_module

set clk_period 3.6
set clk_io_pct 0.2

create_clock -name clk0 -period $clk_period [get_ports {clk}]

set non_clock_inputs [all_inputs -no_clocks]
set_input_delay [expr $clk_period * $clk_io_pct] -clock clk0 $non_clock_inputs
set_output_delay [expr $clk_period * $clk_io_pct] -clock clk0 [all_outputs]
### flow/design.v
module IIC_module(
						input clk,
						input rst_n,
						output SCL,
						inout SDA,
						input [1:0] iCall,
						input [7:0] idata,
						input [7:0] iAddr,
						output [7:0] odata,
						output oDone
					);
	parameter FCLK = 10'd125, FHALF = 10'd62, FQUARTER = 10'd31;  
	parameter THIGH = 10'd30, TLOW = 10'd65, TR = 10'd15, TF = 10'd15;
	parameter THD_STA = 10'd30, TSU_STA = 10'd30, TSU_STO = 10'd30;
	parameter WRFUNC1 = 5'd7;
	parameter WRFUNC2 = 5'd9, RDFUNC = 5'd19;
	reg isOut;
	reg [9:0]  count_T;
	reg [4:0] i,Go;
	reg rSCL;
	reg rSDA;
	reg [7:0] data;
	reg Done;
	reg ACK;
always @ ( posedge clk or negedge rst_n)
	if(!rst_n)
		begin
			{rSCL,rSDA,Done,ACK,isOut} <= 5'b11011;
			count_T <= 10'd0;
			data <= 8'd0;
			{i,Go} <= 10'd0;
		end
	else if(iCall[1])
			case(i)
				0:
					begin
						isOut = 1'b1;
						rSCL <= 1'b1;
						if(count_T == 0)
							begin
								rSDA <= 1'b1;
							end
						else if(count_T == (TR + THIGH)) rSDA <= 1'b0;
						if(count_T == (FCLK)-1)
							begin
								i <= i + 1'b1;
								count_T <= 10'd0;
							end
						else
							begin
								count_T <= count_T + 1'b1;
							end
					end
				1: 
					begin
						data <= {4'b1010, 3'b000, 1'b0};
						i <= 5'd7;
						Go <= i + 1'b1;
					end
				2:
					begin
						data <= iAddr;
						i <= 5'd7;
						Go <= i + 1'b1;
					end
				3:
					begin
						data <= idata;
						i <= 5'd7;
						Go <= i + 1'b1;
					end
				4:
					begin
						isOut = 1'b1;
						if(count_T==0) rSCL <= 1'b1;
							else	if(count_T == FQUARTER) rSCL <= 1'b1;
						if(count_T == 0)	rSDA <= 1'b0;
						else	if(count_T == FQUARTER + TR + TSU_STO) rSDA <= 1'b1;
						if(count_T == FQUARTER+FCLK-1)
							begin
								count_T <= 1'b0;
								i <= i + 1'b1;
							end
						else
							count_T <= count_T + 1'b1;
					end
				5:
					begin
						Done <= 1'b1;
						i <= i + 1'b1;
					end
				6:
					begin
						Done <= 1'b0;
						i <= 5'd0;
					end
				7,8,9,10,11,12,13,14:
					begin
						isOut = 1'b1;
						rSDA <=data[14-i];
						if(count_T == 0 ) rSCL <= 1'b0;
						else if(count_T == TF + TLOW ) rSCL <= 1'b1;
						if(count_T == FCLK -1 )
							begin
								i <= i+1'b1;
								count_T <= 1'b0;
							end
						else count_T <= count_T + 1'b1; 	
					end
				15:
					begin
						isOut = 1'b0;
						if(count_T == 0 ) rSCL <= 1'b0;
						else if(count_T == FHALF) rSCL <= 1'b1;
						if(count_T == FHALF) ACK <= SDA;
						if(count_T == FCLK -1 )
							begin
								i <= i+1'b1;
								count_T <= 10'b0;
							end
						else count_T <= count_T + 1'b1; 
					end
				16:
					begin
						if(ACK != 0)
							i <= 5'd0;
						else
							i <= Go;
					end
			endcase
		else if (iCall[0])
				case(i)
					0:
						begin
							isOut = 1'b1;
							rSCL <= 1'b1;
							if(count_T == 0)
								begin
									rSDA <= 1'b1;
								end
							else if(count_T == (TR + THIGH)) rSDA <= 1'b0;
							if(count_T == (FCLK)-1)
								begin
									i <= i + 1'b1;
									count_T <= 10'd0;
								end
							else
								begin
									count_T <= count_T + 1'b1;
								end
						end
					1:
						begin		
							data <= {4'b1010, 3'b000, 1'b0};
							i <= 5'd9;
							Go <= i + 1'b1; 
						end
					2:
						begin
							data <= iAddr;
							i <= 5'd9;
							Go <= i + 1'b1;
						end
					3: 
						begin
							isOut = 1'b1;
							if(count_T == 0)
								begin
									rSCL <= 1'b0;
								end
							else if(count_T == FQUARTER) rSCL <= 1'b1;
							else if(count_T == FQUARTER+TR+THD_STA+TSU_STA+TF) rSCL <= 1'b0;
							if(count_T == 0) rSDA <= 1'b0;
							else if(count_T==FQUARTER) rSDA <= 1'b1;
							else if(count_T == FQUARTER + TR + THIGH ) rSDA <= 1'b0;
							if(count_T == FQUARTER+FCLK+FQUARTER-1)
								begin
									i <= i + 1'b1;
									count_T <= 10'd0;
								end
							else count_T <= count_T + 1'b1;
						end
					4:
						begin
							data <= {4'b1010, 3'b000, 1'b1}; i <= 5'd9; Go <= i + 1'b1; 
						end
					5:
						begin
							data <= 8'd0;
							i <= RDFUNC;
							Go <= i + 1'b1;
						end
					6:
						begin
					     isOut = 1'b1;
                    if( count_T == 0 ) rSCL <= 1'b0;
					     else if( count_T == FQUARTER ) rSCL <= 1'b1; 
						  if( count_T == 0 ) rSDA <= 1'b0;
						  else if( count_T == (FQUARTER + TR + TSU_STO) ) rSDA <= 1'b1;					 	  
						  if( count_T == (FCLK + FQUARTER) -1 ) begin count_T <= 10'd0; i <= i + 1'b1; end
						  else count_T <= count_T + 1'b1; 
					 end
					 7:
					 begin Done <= 1'b1; i <= i + 1'b1; end
					 8: 
					 begin Done <= 1'b0; i <= 5'd0; end
					9,10,11,12,13,14,15,16:
					begin
						isOut = 1'b1;
						rSDA <=data[16-i];
						if(count_T == 0 ) rSCL <= 1'b0;
						else if(count_T == TF + TLOW ) rSCL <= 1'b1;
						if(count_T == FCLK -1 )
							begin
								i <= i+1'b1;
								count_T <= 1'b0;
							end
						else count_T <= count_T + 1'b1; 	
					end
					17:
						begin
							isOut = 1'b0;
							if(count_T == 0 ) rSCL <= 1'b0;
							else if(count_T == FHALF) rSCL <= 1'b1;
							if(count_T == FHALF) ACK <= SDA;
							if(count_T == FCLK -1 )
								begin
									i <= i+1'b1;
									count_T <= 1'b0;
								end
							else count_T <= count_T + 1'b1; 
						end
					18:
						begin
							if(ACK != 0)
								i <= 5'd0;
							else
								i <= Go;
						end
					19,20,21,22,23,24,25,26:
						begin
							isOut = 1'b0;
							if(count_T == FHALF) data[26-i] <= SDA;
							if(count_T == 0) rSCL <= 1'b0;
								else if(count_T == FHALF) rSCL <= 1'b1;
							if(count_T == FCLK -1 )
							begin
								i <= i+1'b1;
								count_T <= 1'b0;
							end
						else count_T <= count_T + 1'b1; 	
						end
					27:
						begin
							isOut = 1'b1;
							if(count_T == 0) rSCL <= 1'b0;
								else if(count_T == FHALF) rSCL <= 1'b1;
							if(count_T == FCLK -1 )
							begin
								i <= Go;
								count_T <= 1'b0;
							end
						else count_T <= count_T + 1'b1; 
						end
		endcase
assign SDA=isOut?rSDA:1'bz;
assign SCL = rSCL;
assign oDone= Done;
assign odata = data;
endmodule
==> run_results.csv <==
group,metric,value,unit
synthesis,yosys.cell_types.count,86,
synthesis,dominantRegCellSynth,"sky130_fd_sc_hd__dfrtp_1",
floorplanning,ioPinCount,31,
outcome,error,"[error] [KeplerFormal.cpp:679] Workflow failed: Iso has multiple drivers: .SDA0, SDA$_DFFE_PN1P_.Q0",
synthesis,top_cells_by_area,"sky130_fd_sc_hd__dfrtp_1, sky130_fd_sc_hd__ha_1, sky130_fd_sc_hd__nand2_1, sky130_fd_sc_hd__o21ai_0, sky130_fd_sc_hd__a21oi_1",
cts,cts-htree-levels,2,
cts,cts-root-to-sink-buffers,2,
floorplanning,die_width,116,µm
cts,post_cts.resized_instances,0,
outcome,stop_stage,"4_1_cts",
synthesis,synth_seq_share,0.205,
place,gp_routability_congestion,0.926,
synthesis,post_synth_instance_area,0.00392,mm²
floorplanning,floorplan.rows,41,
synthesis,synth_top_area_share,0.185,
floorplanning,initial_utilization,0.309,
synthesis,synth-edff-count,0,
synthesis,avgSynthCellArea,7.94,µm²
synthesis,synth.ff_latch_count,32,
cts,post_cts_buffers,0,
synthesis,total_of_warnings_raised_by_yosys,2,
outcome,outcome,"stopped before the end",
cts,postCtsHoldBufs,0,
synthesis,synthDominantAreaCellType,"sky130_fd_sc_hd__dfrtp_1",
synthesis,synth_stat.cells,493,
synthesis,yosysChipArea,0.00392,mm²
cts,cts_root_buffer,"sky130_fd_sc_hd__clkbuf_16",
place,place.detailed.hpwl,9680,µm
synthesis,netlist_instances,493,
floorplanning,die_h,116,µm
cts,cts.sinks,32,
synthesis,async_flop_share,1.00,
cts,cts_buffers,5,
place,port-buffer-count,29,
-- through the flow --
step | setup slack [ns] | total power, W | instance area, µm² | std cells
after detailed placement | 0.237 | 0.00396 | 4450 | 685
after floorplan | 0.0591 | 0.00291 | 3920 | 493
after global placement | 0.300 | 0.00394 | 4450 | 685
-- Yosys cell counts (all sizes together), types with 12 or more instances --
cell	number
buf	24
ha	20
inv	15
dfrtp	29
o21ai	34
nor2b	12
nor2	25
nand3	16
clkbuf	16
nand2	41
a21oi	24
nor3	21
-- logic make-up after synthesis --
| logic type | after synthesis | share of synthesized area |
|---|---|---|
| and+or+nand+nor | 201 | 0.291 |
| AOI/OAI and AO/OA | 161 | 0.302 |
| buffers and inverters | 56 | 0.0678 |
| DFF | 32 | 0.205 |
| adders and majority gates | 20 | 0.0639 |
| muxes | 12 | 0.0454 |
| xor gates and xnor gates | 11 | 0.0246 |
Power is estimated from default activity; no workload was simulated.
